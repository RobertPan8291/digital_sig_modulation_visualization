===== flow/config.mk =====
export PLATFORM = sky130hd
export DESIGN_NAME = my_Clk_divider
export DESIGN_NICKNAME = my_Clk_divider
export VERILOG_FILES = /design/flow/design.v
export SDC_FILE = /design/flow/constraint.sdc
export NUM_CORES = 4
export LEC_CHECK = 1
export CORE_UTILIZATION = 50

===== flow/constraint.sdc =====
current_design my_Clk_divider

set clk_period 19.0
set clk_io_pct 0.2

create_clock -name clk0 -period $clk_period [get_ports {clk_in}]

set non_clock_inputs [all_inputs -no_clocks]
set_input_delay [expr $clk_period * $clk_io_pct] -clock clk0 $non_clock_inputs
set_output_delay [expr $clk_period * $clk_io_pct] -clock clk0 [all_outputs]

===== flow/design.v =====
module my_Clk_divider(
	input clk_in,
	input [31:0] divisor,
	input switch,
	output reg clk_out
	);
	reg [31:0] counter = 0; 
	always_ff@(posedge clk_in)
	begin
		if(switch == 1'b1) begin
			counter <= counter + 1'b1;
			if(counter >= (divisor-1)) begin    
				counter <= 32'd0;
			end
			clk_out <= ( (divisor/2) > counter) ? 1'b1 : 1'b0;    
		end else begin								   
			clk_out <= 1'b0;
			counter <= 32'd0;	
		end
	end
endmodule

===== flow/run.sh =====
#!/bin/bash
# OpenROAD 26Q1-2900-gdf79404cd8, Yosys 0.63+post, stock flow scripts
make -C /OpenROAD-flow-scripts/flow DESIGN_CONFIG=/design/flow/config.mk WORK_HOME=/design/flow/orfs finish

==> results.sh <==
# flow metrics
export IMPL_status="completed"
export IMPL_synth_area_sq_mm=0.00333
export IMPL_port_buffers=34
export IMPL_cts_root_buf="clkbuf_8"
export IMPL_gr_usage_all_layers_pct=24.5
export IMPL_grt_pass1_wl_um=13700
export IMPL_rows=29
export IMPL_hold_viol=0
export IMPL_drive_gt1_share_pct=4.59
export IMPL_hold_depth=1
export IMPL_reg2reg_setup_slack_ns=16.70
export IMPL_final_util_pct=61.0
export IMPL_holdPathEnd="counter[0]"
export IMPL_io_pins=35
export IMPL_cts_tree="built"
export IMPL_fmax_mhz=130
export IMPL_die_h_um=83.6
export IMPL_grt_ovfl_total=0
export IMPL_p_leak_nw=1.49
export IMPL_post_cts_resized_instances=0
export IMPL_syn2layout_area_growth_pct=17.0
export IMPL_p_int_w=0.000129
export IMPL_yosys_cells=417
export IMPL_enable_flop_cells=0
export IMPL_grt_max_degree=23
export IMPL_yosys_area_top_type="ha_1"
export IMPL_synth_flops=33
export IMPL_use_met1_pct=37.2
export IMPL_ant_nets=0
export IMPL_start_kind="primary input"
export IMPL_finalSetupViolations=0
export IMPL_cts_path_max_buffers=2
export IMPL_hp_class="flop to flop"
export IMPL_most_common_cell="ha_1"
export IMPL_use_met2_pct=39.8
export IMPL_p_sw_share_pct=26.0
export IMPL_min_period_over_period_pct=40.6
export IMPL_busiest_layer="met2"
export IMPL_vias=2941
export IMPL_cts_buffers=5
export IMPL_grt_pass1_vias=2838
export IMPL_worst_slew_pin_slew_ns=0.630
export IMPL_post_cts_buffers=0
export IMPL_crit_required_ns=19.17
export IMPL_viasPerCell=5.50
export IMPL_ys_seq_share_pct=19.8
export IMPL_synthCells=417
export IMPL_grt_use_met3_pct=2.61
export IMPL_top_cells_by_area="ha_1 24%, dfxtp_1 20%, xnor2_1 13%"
export IMPL_cts_hold_buf=0
export IMPL_yosys_stat_area_sq_mm=0.00333
export IMPL_criticalPathCategory="primary input to flop"
export IMPL_path_max_fanout=22
export IMPL_finalWirelength_um=7870
export IMPL_drt_iter0_drc=114
export IMPL_top_area_share_pct=24.4
export IMPL_cap_violations=0
export IMPL_crit_path_end_kind="flop"
export IMPL_power_frac_comb_pct=18.6
export IMPL_fin_crit_ns=7.71
export IMPL_drc=0
export IMPL_die_w_um=83.6
export IMPL_crit_path_frequent_cell="or4_4"
export IMPL_diodes=0
export IMPL_core_sq_mm=0.00639
export IMPL_slew_headroom_pct=57.7
export IMPL_post_drt_wl_per_cell_um=14.7
export IMPL_ff_type="dfxtp_1"
export IMPL_slowest_stage="or4_4"
export IMPL_insertion_delay_ns=0.29
export IMPL_finalWeightedCongestion=0.868
export IMPL_hpwlAfterDp_um=6510
export IMPL_cts_htree_levels=2
export IMPL_skew_ns=0.00774
export IMPL_path_cells="clkdlybuf4s50_1 -> or4_4 -> or3_1 -> or4_4 -> nor2_4 -> nand3b_1 -> xor2_1 -> ha_1 -> and4_1 -> nand4_1 -> a211o_1 -> o21ai_2 -> buf_4 -> nor2_1"
export IMPL_path_clk_slew_ns=0.07
export IMPL_pwr_share_clk_pct=40.7
export IMPL_initCoreUtil_pct=52.1
export IMPL_r2r_start="counter[0]"
export IMPL_synthArstFlopShare_pct=0
export IMPL_yosysWarnings=1
export IMPL_ir_drop_v=0.0000480
export IMPL_min_delay_start="counter[0]"
export IMPL_r2r_cells=9
export IMPL_cts_sinks=33
export IMPL_setup_tns_ns=0
export IMPL_rsz0062_at_grt="false"
export IMPL_arrival_ns=7.89
export IMPL_slowest_delay_ns=0.56
export IMPL_n_fill_cell=576
export IMPL_r2r_end="counter[3]"
export IMPL_syn_avg_cell_area_sq_um=7.98
export IMPL_p_sw_w=0.0000453
export IMPL_slew_violations=0
export IMPL_p_seq_share_pct=40.7
export IMPL_warnings=26
export IMPL_die_area_sq_mm=0.00699
export IMPL_ys_types=43
export IMPL_p_per_area_mw_per_mm2=44.8
export IMPL_first_pass_iters=4
export IMPL_top_cells_by_count="65 x ha_1, 49 x nor2_1, 48 x xnor2_1"
export IMPL_grt_antenna_before_repair=0
[worst max path at each step]
stage | start | to | depth (start not counted)
after global routing | divisor[7] | counter[0] | 14
final | divisor[17] | counter[3] | 14
after CTS | divisor[17] | counter[3] | 14
[sequential cells by signal, summed over array words and instances, names as in the netlist]
| register | cells |
|---|---|
| clk_out | 1 |
| counter | 32 |
[cell type report]
| cell class | count | area [sq um] | share of cell area (%) |
|---|---|---|---|
| tap | 77 | 96.3 | 2.48 |
| inverter | 35 | 131 | 3.38 |
| sequential | 33 | 661 | 17.0 |
| clock buffer | 6 | 82.6 | 2.12 |
| timing repair buffer | 36 | 355 | 9.13 |
| multi-input combinational | 346 | 2530 | 65.0 |
| clock inverter | 2 | 37.5 | 0.964 |
[power groups by stage]
stage | Combinational [W] | Sequential, W | Clock, W
4_1_cts | 0.0000327 | 0.0000710 | 0.0000728
5_1_grt | 0.0000370 | 0.0000712 | 0.0000763
6_report | 0.0000323 | 0.0000710 | 0.0000710
[layer usage]
metal,vias to the layer above,part of all wire [%]
li1,1543,-
met1,1333,51
met2,55,45
met3,10,3.5
met4,0,0.93
met5,-,0
[critical path, delay by kind of cell]
kind | cells | cell delay, ns
AOI/OAI and AO/OA | 2 | 0.67
buffers and inverters | 2 | 0.86
and+or+nand+nor | 8 | 2.09
xor gates and xnor gates | 1 | 0.16
adders and majority gates | 1 | 0.29
[cell usage in the layout, fill, tap and decap left out, types with 2 or more instances in the layout]
cell | synthesis | routed
a211o_1 | 2 | 2
a21o_1 | 7 | 7
a21oi_1 | 23 | 23
and2_1 | 3 | 3
and3_1 | 5 | 5
and4_1 | 2 | 2
buf_4 | 0 | 2
clkbuf_8 | 0 | 6
clkdlybuf4s50_1 | 0 | 34
dfxtp_1 | 33 | 33
ha_1 | 65 | 65
inv_1 | 35 | 35
nand2_1 | 32 | 32
nand2b_1 | 3 | 3
nand3_1 | 14 | 14
nand3b_1 | 4 | 4
nand4_1 | 11 | 11
nor2_1 | 49 | 49
nor2b_1 | 3 | 3
nor3_1 | 11 | 11
nor3_2 | 2 | 2
nor4_1 | 9 | 9
o211ai_1 | 4 | 4
o21ai_0 | 10 | 10
or2_2 | 3 | 3
or3_1 | 7 | 7
or4_4 | 2 | 2
xnor2_1 | 48 | 48
xor2_1 | 11 | 11
[cells by family (layout without fill, tap and decap cells)]
kind of cell,Yosys count,after routing,synth area share (%)
flops,33,33,19.8
compound gates,54,54,9.93
xor+xnor,59,59,15.5
buf+inv,38,79,4.29
simple gates,168,168,26.0
fa+ha+maj,65,65,24.4
[through the flow]
stage / total power (W) / instances / hold WS [ns] / cell area [sq um] / setup WS [ns]
final: 0.000174 / 535 / 0.537 / 3890 / 11.29
after global routing: 0.000185 / 535 / 0.618 / 3890 / 11.00
after CTS: 0.000177 / 535 / 0.546 / 3890 / 11.29
after detailed placement: 0.000105 / 527 / 0.524 / 3770 / 10.99
after global placement: 0.000105 / 527 / 0.525 / 3770 / 11.07
after floorplan: 0.0000895 / 417 / 0.463 / 3330 / 11.97
Power is estimated from default activity; no workload was simulated.
